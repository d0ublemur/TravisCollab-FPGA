## config.mk

```make
export PLATFORM = sky130hd
export DESIGN_NAME = message_printer
export DESIGN_NICKNAME = message_printer
export VERILOG_FILES = /design/flow/design.v
export SDC_FILE = /design/flow/constraint.sdc
export NUM_CORES = 4
export LEC_CHECK = 1
export CORE_AREA = 10 10 73 73
export DIE_AREA = 0 0 83 83
```

## constraint.sdc

```tcl
current_design message_printer

set clk_period 2.0
set clk_io_pct 0.2

create_clock -name clk0 -period $clk_period [get_ports {clk}]

set non_clock_inputs [all_inputs -no_clocks]
set_input_delay [expr $clk_period * $clk_io_pct] -clock clk0 $non_clock_inputs
set_output_delay [expr $clk_period * $clk_io_pct] -clock clk0 [all_outputs]
```

## design.v

```verilog
module message_printer (
        input clk,
        input tx_busy,
	input [7:0] rx_data,
	input new_rx_data,
        input rst,
        output [7:0] tx_data,
        output reg new_tx_data,
	output [3:0] addr
);
        localparam STATE_SIZE = 1;
        localparam IDLE = 0, PRINT_MESSAGE = 1;
        localparam MESSAGE_LEN = 10;
        reg byte_out_d, byte_out_q;
        wire byte_out;
        reg [3:0] addr_d, addr_q;
        reg [3:0]counter_q, counter_d;
        reg state_d, state_q;
        assign addr = addr_q;
        assign counter = counter_q;
 message_ram message_ram1 (
        .clk(clk),
        .addr(addr_q),
        .byte_in(byte_out_q),
        .data(tx_data),
        .new_rx_data(new_rx_data),
        .rst(rst)
);
        localparam READY = 1,
                   N_READY = 0;
        always @(*) begin
                byte_out_d = byte_out_q;
		addr_d = addr_q;
		new_tx_data = 1'b0;
                if(new_rx_data)
                       state_d = READY; 
                if (rst) begin
                        addr_d = 4'b0;
                        state_d = N_READY;
                end
	        if (addr_d == 4'd8 && !tx_busy)
	        begin
                        new_tx_data = 1'b1;
		        if (addr_d > 10)
			        addr_d = 4'd0;
                        else 
			        addr_d = 4'd0;
	        end
	        else if(state_q)
	        begin
			if (rx_data == "0") begin
				byte_out_d = 0;
                                addr_d = addr_q + 1;
                                state_d = N_READY;
			end
			else if(rx_data == "1") begin
                                addr_d = addr_q + 1;
				byte_out_d = 1;
                                state_d = N_READY;
			end
			else begin
                                byte_out_d = byte_out_q;
			end
	        end
	 end
        always @(posedge clk) begin
                if (rst) begin
                        byte_out_q <= 1'd0;
		        addr_q <= 4'd0;
                        state_q <= 0;
                end
                else begin
                        byte_out_q <= byte_out_d;
                        state_q <= state_d;
                        addr_q <= addr_d;
	        end
        end
endmodule
module message_ram (
        input clk,
        input byte_in,
        input [3:0] addr,
        output [7:0] data,
	input new_rx_data,
	input rst
);
        wire [7:0] ram_wire;
        reg [7:0] ram_data_d ;
        reg [7:0] ram_data_q ;
        reg [1:0] ctr_d, ctr_q;
        reg [7:0] data_d, data_q;
        reg state_q, state_d;
        assign data = data_q;
localparam READY = 1,
           N_READY = 0;
        always @(*) begin
                if(new_rx_data)
                        state_d = READY;
                if (rst) begin
                        ram_data_d[0] = 8'b0;
                        ram_data_d[1] = 8'b0;
                        ram_data_d[2] = 8'b0;
                        ram_data_d[3] = 8'b0;
                        ram_data_d[4] = 8'b0;
                        ram_data_d[5] = 8'b0;
                        ram_data_d[6] = 8'b0;
                        ram_data_d[7] = 8'b0;
                        state_d = N_READY;
                end
	        else if (state_q) begin
                        ram_data_d[addr] = byte_in;
                        state_d = N_READY;
                end
                if (addr > 4'd9)
                        data_d = "";
                else begin
                        if (ram_wire[addr])
                                data_d = "1";
                        else if (!ram_wire[addr])
                                data_d = "0";
                else
                        data_d = "";
                end
        end
        assign ram_wire[0] = ram_data_d[7];
        assign ram_wire[1] = ram_data_d[6];
        assign ram_wire[2] = ram_data_d[5];
        assign ram_wire[3] = ram_data_d[4];
        assign ram_wire[4] = ram_data_d[3];
        assign ram_wire[5] = ram_data_d[2];
        assign ram_wire[6] = ram_data_d[1];
        assign ram_wire[7] = ram_data_d[0];
        always @(posedge clk) begin
	        if (rst) begin
	                ram_data_q[7] <= 8'd0;
                        ram_data_q[6] <= 8'd0;
                        ram_data_q[5] <= 8'd0;
                        ram_data_q[4] <= 8'd0;
                        ram_data_q[3] <= 8'd0;
                        ram_data_q[2] <= 8'd0;
                        ram_data_q[1] <= 8'd0;
                        ram_data_q[0] <= 8'd0;
	                data_q <= 8'd0;
	                ctr_q <= 4'b0000;
                        state_q <= 0;
	        end
	        else begin
                        ram_data_q[7] <= ram_data_d[7];
                        ram_data_q[6] <= ram_data_d[6];
                        ram_data_q[5] <= ram_data_d[5];
                        ram_data_q[4] <= ram_data_d[4];
                        ram_data_q[3] <= ram_data_d[3];
                        ram_data_q[2] <= ram_data_d[2];
                        ram_data_q[1] <= ram_data_d[1];
                        ram_data_q[0] <= ram_data_d[0];
                        data_q <= data_d;
                        ctr_q <= ctr_d;
                        state_q <= state_d;
	        end
        end
endmodule
```

## run.sh

```bash
#!/bin/bash
# OpenROAD 26Q1-2900-gdf79404cd8, Yosys 0.63+post, stock flow scripts
make -C /OpenROAD-flow-scripts/flow DESIGN_CONFIG=/design/flow/config.mk WORK_HOME=/design/flow/orfs finish
```

==> results.py <==
# Physical implementation metrics
metrics = {
    "status": {
        "run_status": "complete, no violations",
    },
    "place": {
        "buffer_ports.inserted": 19,
        "place_ws_ns": -0.376,
        "hpwl_mm": 1.37,
        "gp_congestion": 0.710,
    },
    "route": {
        "initialDrtViolationCount": 19,
        "dr_total_vias": 659,
        "wirelength_mm": 1.70,
        "dr.pass1.iters": 4,
        "avgRoutedWirePerCell_um": 10.8,
        "post-route-drc-count": 0,
        "antenna-diode-count": 0,
        "avgViaCountPerCell": 4.20,
        "antenna_violating_nets_post_route": 0,
    },
    "clocking": {
        "post-cts-setup-buffers": 0,
        "ctsLongestPathBuffers": 2,
        "cts.root.buffer_cell": "clkbuf_8",
        "post_cts_hold_buffer_count": 0,
        "cts_tree": "built",
        "clk_transition_reported_paths_ns": 0.05,
        "clock_insertion_delay_at_the_later_pin_of_the_skew_report_ns": 0.24,
        "cts_inserted_buffers": 3,
        "cts-htree-levels": 1,
    },
    "worst_hold_path": {
        "hold_path_depth": 2,
        "hold_path_class": "reg -> reg",
        "holdCritStartpoint": "addr_q[3]",
        "worst_hold_path.endpoint": "message_ram1.data_q[4]",
    },
    "final_layout": {
        "filler_cell_count": 395,
        "multi_input_comb_area_um2": 407,
        "area.sequential_um2": 330,
        "syn_to_final_growth_pct": 34.2,
        "layout_top_cells": "clkdlybuf4s50_1, a21oi_1, dlxtn_1, dfxtp_1, nor2_1",
        "layout.cells.most_common": "clkdlybuf4s50_1",
        "share_of_cells_above_drive_strength_1": 0.138,
    },
    "critical_path": {
        "r2r-end": "message_ram1.data_q[0]",
        "worstReg2RegStart": "addr_q[0]",
        "reg2reg_depth": 3,
        "rrSetupSlack_ns": 0.35,
        "timing_worst_setup_path_type": "in -> out",
        "critical_path_required_ns": 1.60,
        "critPathLaunchType": "input pin",
        "cp.arrival_ns": 1.52,
        "crit_path_end_kind": "primary output",
        "path_max_fanout": 2,
    },
    "final_timing": {
        "report.final.hold_viol_count": 0,
        "timing.final.crit_share": 0.960,
        "tns_ns": 0,
        "slew_worst_pin_ns": 0.552,
        "fin_ws_ns": 0.0807,
        "setup_skew_after_layout_ns": 0.00212,
        "setup_viol": 0,
        "layout_min_cycle_time_ns": 1.92,
        "maxClockFrequency_mhz": 521,
        "unconstrained_endpoints": 10,
        "unclocked_pins": 10,
        "slew_headroom": 0.631,
        "drv_slew": 0,
        "rsz0062_at_grt": "false",
    },
    "job": {
        "drv.max_cap_violation_count": 0,
        "stage_log_warnings": 28,
    },
    "global_route": {
        "gr-usage-met3": 0.0285,
        "grt_pass1_wl_mm": 2.86,
        "antenna_found_initial": 0,
        "grt_overflow": 0,
        "grt_start_max_net_pins": 19,
        "gr-usage-met2": 0.0684,
        "grt_busiest_layer": "met2",
        "first_global_vias": 662,
        "grt.met1_usage": 0.0599,
        "grt.total_usage": 0.0468,
    },
    "floorplan": {
        "fp.dieArea_um2": 6890,
        "die_w_um": 83,
        "design.core.area_um2": 3740,
        "placement_rows": 22,
        "top_level_ports": 25,
        "die.size.y_um": 83,
        "fp_util": 0.214,
    },
    "yosys": {
        "ys_cells": 87,
        "enable_flop_cells": 0,
        "yosys.area_share.aoi": 0.106,
        "synth.cellmix.simpleShare": 0.225,
        "synthesis.yosys.warnings": 4,
        "post_synth_fa_ha_maj_area_fraction": 0.0624,
        "ys.flop_type": "dlxtn_1",
        "muxShareOfSynthArea": 0.0577,
        "yosys_register_bits": 19,
        "syn_area_per_cell_um2": 9.22,
        "synth.yosys.chip_area_um2": 802,
        "syn-instance-count": 87,
        "postSynth.asyncResetShare": 0,
        "synth.cell_area_um2": 802,
        "top_logic_kind": "simple AND/OR/NAND/NOR gates",
        "ys_types": 32,
        "synthXorXnorAreaFrac": 0.0328,
    },
    "power_and_ir_drop": {
        "power.share.clock": 0.478,
        "sequential_cell_fraction_of_total_power": 0.422,
        "netSwitchingPower_mw": 0.0983,
        "total_power_mw": 0.453,
        "internal-power_mw": 0.355,
        "power_frac_comb": 0.100,
        "vdd.ir_drop.worst_mv": 0.268,
        "power.switching_fraction": 0.217,
        "leak_pwr_nw": 0.412,
        "cellPowerDensity_nw_per_um2": 421,
    },
}
[cells in the mapped netlist, types with 3 or more instances]
cell type  number  share of area
a21oi_1        10          0.062
dlxtn_1        10           0.19
dfxtp_1         9           0.22
buf_4           6          0.056
nor2_1          6          0.028
nor2b_1         5          0.039
nor3_1          5          0.031
ha_1            4          0.062
inv_1           3          0.014
xnor2_1         3          0.033
[registers in the layout, indices dropped and copies added (netlist names)]
register / flops
addr_q: 4
state_q: 1
message_ram1.state_d: 1
message_ram1.ram_data_d: 8
message_ram1.state_q: 1
message_ram1.data_q: 2
byte_out_q: 1
state_d: 1
[how the worst max path moves through the flow]
stage              to  depth (start not counted)     from
4_1_cts   new_tx_data                          4  tx_busy
5_1_grt   new_tx_data                          4  tx_busy
6_report  new_tx_data                          4  tx_busy
[per-layer routing]
layer,part of all wire,wire length [um]
met4,0.0024,4
met3,0.10,178
met2,0.38,646
met1,0.51,871
met5,0,0
[final cells by class]
type / instances / area share
sequential: 19 / 0.307
tap: 48 / 0.0558
inverter: 3 / 0.0105
multi-input combinational: 59 / 0.378
clock inverter: 1 / 0.00465
clock buffer: 3 / 0.0384
timing repair buffer: 24 / 0.206
[worst max-delay path: stages]
cell,delay (ns)
dlygate4sd2_1,0.23
or4b_4,0.55
nor3_4,0.22
buf_2,0.13
[timing repair]
action                     CTS  global route
setup endpoints to repair    1             0
hold endpoints to repair     0             0
gates resized                4             0
[metrics by stage]
step	cells	cell area, um2	util	hold WS [ns]
after floorplan	91	817	-	0.490
after global placement	153	1040	0.277	0.597
after detailed placement	153	1040	0.277	0.597
after CTS	157	1080	0.287	0.615
after global routing	157	1080	0.287	0.657
final	157	1080	0.287	0.616
[power groups by stage]
stage	registers, mW	clock network [mW]	logic, mW
after CTS	0.191	0.225	0.0459
after global routing	0.191	0.234	0.0501
final	0.191	0.217	0.0453
[kinds of logic (layout without fill, tap and decap cells)]
| kind of cell | after synthesis | in the layout |
|---|---|---|
| and+or+nand+nor | 28 | 28 |
| AOI/OAI and AO/OA | 15 | 15 |
| buffers and inverters | 13 | 31 |
| latches | 10 | 10 |
| DFF | 9 | 9 |
| adders and majority gates | 4 | 4 |
| muxes | 4 | 4 |
| xor gates and xnor gates | 3 | 3 |
| other | 1 | 5 |
